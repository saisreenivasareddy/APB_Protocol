`./design.v`:
```
`timescale 1ns / 1ps
module APB(
    input clk,
    input rst,
    input transfer,
    input wr_rd,
    input [8:0]wr_addr,
    input [7:0]wr_data,
    input [8:0]rd_addr,
    input PREADY,
    input [7:0]PRD_DATA,
    output reg PENABLE,
    output reg PWRITE,
    output reg [7:0]PWDATA,
    output reg [8:0]PADDR,
    output PSEL1,
    output PSEL2,
    output reg [7:0] RD_DATA,
    output reg SLVERR);
    parameter IDLE=2'b00;
    parameter SETUP=2'b01;
    parameter ENABLE=2'b10;
    reg [1:0]state;
    reg [1:0] nxt_state;
    always@(posedge clk or negedge rst)
    begin
        if(~rst)
        begin
            state<=0;
            SLVERR<=0;
        end
        else
        begin
            state<=nxt_state;
        end
    end
    always@(*)
    begin
        case(state)
            IDLE:
                begin
                    PENABLE=0;
                    if(transfer)nxt_state=SETUP;
                    else nxt_state=IDLE;
                end
            SETUP:
                begin
                    PENABLE=0;
                    PWRITE=wr_rd;
                    if(wr_rd)
                    begin
                        PADDR=wr_addr;
                        PWDATA=wr_data;
                    end
                    else PADDR=rd_addr;
                    if(transfer || ~SLVERR)nxt_state=ENABLE;
                    else nxt_state=IDLE;
                end
             ENABLE:
                  begin
                    PENABLE=1;
                    if(PREADY && ~SLVERR)
                    begin
                        RD_DATA=PRD_DATA;
                        if(transfer)nxt_state=SETUP;
                        else nxt_state=IDLE;
                    end
                    else
                    begin
                        if(~PREADY)nxt_state=ENABLE;
                        else nxt_state=SETUP;
                    end
                  end
              default:nxt_state=IDLE;
        endcase 
    end
    assign PSEL1=PADDR[8] ? 1'b0 :1'b1;
    assign PSEL2=PADDR[8] ? 1'b1 :1'b0;
endmodule
`timescale 1ns / 1ps
module slave1(
         input clk,reset,
         input PSEL,PENABLE,PWRITE,
         input [7:0]PADDR,PWDATA,
        output reg [7:0]PRDATA1,
        output reg PREADY1 );
     reg [7:0] mem [7:0];
     always@(*)
     begin
        if(~reset)
        begin
            PRDATA1=0;
            PREADY1=0;
        end
        else if (PSEL && PENABLE && PWRITE)
        begin
            PREADY1=1;
            mem[PADDR]=PWDATA;
        end
        else if(PSEL && PENABLE && ~PWRITE)
        begin
            PREADY1=1;
            PRDATA1=mem[PADDR];
        end
        else PREADY1=0;
     end
    endmodule
`timescale 1ns / 1ps
module slave2(
         input clk,reset,
         input PSEL,PENABLE,PWRITE,
         input [7:0]PADDR,PWDATA,
        output reg [7:0]PRDATA2,
        output reg PREADY2 );
     reg [7:0] mem [7:0];
     always@(*)
     begin
        if(~reset)
        begin
            PRDATA2=0;
            PREADY2=0;
        end
        else if (PSEL && PENABLE && PWRITE)
        begin
            PREADY2=1;
            mem[PADDR]=PWDATA;
        end
        else if(PSEL && PENABLE && ~PWRITE)
        begin
            PREADY2=1;
            PRDATA2=mem[PADDR];
        end
        else PREADY2=0;
     end
    endmodule
`timescale 1ns / 1ps
module top(
    input clk,
    input reset,
    input transfer,
    input wr_rd,
    input [8:0]wr_addr,
    input [8:0]rd_addr,
    input [7:0]wr_data,
    output wire pslverr,
    output wire [7:0]read_data
    );
    wire PREADY;
    wire [7:0]PRD_DATA;
    wire PENABLE,PWRITE;
    wire [7:0]PWDATA;
    wire [8:0]PADDR;
    wire PSEL1,PSEL2;
    wire [7:0]RD_DATA;
    wire [7:0]PRDATA1;
    wire [7:0]PRDATA2;
    wire PREADY1,PREADY2;
    wire SLVERR;
    APB m2(clk,reset,transfer,wr_rd,wr_addr,wr_data,rd_addr,PREADY,PRD_DATA,PENABLE,PWRITE,PWDATA,PADDR,PSEL1,PSEL2,RD_DATA,SLVERR);
    assign read_data=RD_DATA;
    assign PREADY = (wr_rd) ? (wr_addr[8] ? PREADY2 : PREADY1) : (rd_addr[8] ? PREADY2 :PREADY1);
    assign PRD_DATA = (wr_rd) ? 'bx : (rd_addr[8] ? PRDATA2 :PRDATA1);
    assign pslverr=SLVERR;
    slave1 m3(clk,reset,PSEL1,PENABLE,PWRITE,PADDR,PWDATA,PRDATA1,PREADY1);
    slave2 m4(clk,reset,PSEL2,PENABLE,PWRITE,PADDR,PWDATA,PRDATA2,PREADY2);
endmodule
```
`./run.sh`:
```
#!/bin/bash
# OpenROAD 26Q1-2900-gdf79404cd8, Yosys 0.63+post, stock flow scripts
make -C /OpenROAD-flow-scripts/flow DESIGN_CONFIG=/design/flow/config.mk WORK_HOME=/design/flow/orfs finish
```
`./config.mk`:
```
export PLATFORM = sky130hd
export DESIGN_NAME = top
export DESIGN_NICKNAME = top
export VERILOG_FILES = /design/flow/design.v
export SDC_FILE = /design/flow/constraint.sdc
export NUM_CORES = 4
export LEC_CHECK = 1
export CORE_UTILIZATION = 50
```
`./constraint.sdc`:
```
current_design top

set clk_period 1.6
set clk_io_pct 0.2

create_clock -name clk0 -period $clk_period [get_ports {clk}]

set non_clock_inputs [all_inputs -no_clocks]
set_input_delay [expr $clk_period * $clk_io_pct] -clock clk0 $non_clock_inputs
set_output_delay [expr $clk_period * $clk_io_pct] -clock clk0 [all_outputs]
```
==> flow_summary.ini <==
; flow metrics
[synthesis]
yosysUniqueCellTypes = 38
ys_area_um2 = 4060
synth_flops = 169
async_reset_ff_share_pct = 1.78
edf_count = 0
avgSynthCellArea_um2 = 9.95
topCellsByArea = dlxtn_1 60%, mux2i_1 6.2%, o21ai_0 4.3%
yosys_most_used_dff = dlxtn_1
synthCells = 408
yosysTopAreaCellShare_pct = 59.6
ys_top_cells_by_count = 161 x dlxtn_1, 43 x nand2_1, 35 x o21ai_0
yosysTopAreaCell = dlxtn_1
ys_warn_count = 7
yosysCellCount = 408
synth_area_um2 = 4060
yosysMostFrequentCell = dlxtn_1

[finish]
fin_cells = 522
post-route-util_pct = 56.4
combGateArea_um2 = 1330
seqCellArea_um2 = 2570
drive_above_1_share_pct = 6.90
areaGrowthSynthToFinish_pct = 8.47
nFillCells = 692

[drt]
vias = 2821
diodes = 0
drt_iter0_drc = 115
vias_per_cell = 5.40
drc = 0
firstDrtPassIters = 4
routed_wl_mm = 8.93
wl_per_cell_um = 17.1
drtAntennaViolNets = 0

[worst_setup_path]
endpoint_kind = register
critPathMaxFanout = 3
crit_type = in -> reg
cp.required_ns = 1.70
worst_ep_arrival_time_ns = 1.58
crit_path_start_kind = input pin

[global_route]
grtUsageMet2_pct = 36.6
grt.total_usage_pct = 23.1
grt_use_met1_pct = 38.1
busiest_layer = met1
grt_max_degree = 55
grt_pass1_vias = 2579
use_met3_pct = 0.928
grt_overflow = 0
antenna_found_initial = 0
grt_pass1_wl_mm = 14.2

[timing]
unclocked_pins = 166
maxSlewViolCount = 0
finalClockSkew_ns = 0.00265
tightest_slew_ns = 0.722
period_used_pct = 92.4
holdWs_ns = 0.337
layout_min_cycle_time_ns = 1.48
rsz0062_at_grt = no
finalWorstSetupSlack_ns = 0.121
relSlewSlack_pct = 51.9
setup_viol = 0
hold_viol_final = 0
clock.fmax_mhz = 676
untimed_endpoints = 174

[power_and_ir_drop]
p_int_mw = 0.609
pwr-share-clk_pct = 26.5
finalPower_mw = 0.814
ir_worst_vdd_uv = 278
power_density_nw_per_um2 = 185
power_leakage_nw = 2.04
share_comb_of_total_power_pct = 22.3
sequentialPowerShare_pct = 51.2
p_switching_mw = 0.205
switching_share_pct = 25.2

[clock_tree]
cts_root_buf = clkbuf_8
clk_pin_slew_ns = 0.03
clk_latency_ns = 0.21
post_cts_buffers = 0
cts_buffer_depth = 2
cts-htree-levels = 1
cts_made_buffers = 3
ctsResizeCount = 0
cts_hold_buffers = 0
cts_tree = yes

[floorplan]
die_height_um = 92.1
dieWidth_um = 92.1
core_area_um2 = 7810
fp_util_pct = 52.0
rows = 32
dieArea_um2 = 8490
ioPinCount = 39

[job]
warning_count = 35
drv_cap = 0

[placement]
port-buffer-count = 27
globalplace.congestion = 0.820
hpwl_mm = 6.21
place_ws_ns = -0.102
dpl.cell_count = 518

[min_path]
hold_class = in -> async

[outcome]
status = complete, no violations
## power by group through the flow
stage / logic [mW] / clock network (mW) / registers (mW)
final: 0.182 / 0.216 / 0.416
after global routing: 0.199 / 0.232 / 0.440
after CTS: 0.184 / 0.221 / 0.417
## placed cells by master, fill, tap and decap left out, types with 3 or more instances in the layout
| cell type | synthesis | routed |
|---|---|---|
| dlxtn_1 | 161 | 161 |
| nand2_1 | 43 | 43 |
| o21ai_0 | 35 | 35 |
| clkdlybuf4s50_1 | 0 | 27 |
| mux2i_1 | 25 | 25 |
| nand3_1 | 22 | 22 |
| mux2_2 | 14 | 14 |
| nor2_1 | 12 | 12 |
| a31oi_1 | 10 | 10 |
| a211o_1 | 8 | 8 |
| a41oi_1 | 7 | 6 |
| a21o_1 | 6 | 6 |
| buf_4 | 4 | 6 |
| nor3_1 | 5 | 5 |
| dlxtp_1 | 5 | 5 |
| nor2b_1 | 3 | 3 |
| a32oi_1 | 3 | 3 |
| inv_1 | 3 | 3 |
| clkbuf_8 | 0 | 3 |
## routing by layer
layer,share of wire [%],routed length (µm)
met1,46,4150
met2,48,4310
met3,3.7,333
met4,1.5,138
met5,0,0
## cell type report
class	instances	area share [%]
flip-flops and latches	169	58.3
clock buffers	4	1.02
repair buffers	33	7.16
well taps	102	2.90
inverters	4	0.341
multi-input cells	210	30.3
## critical path: stages
cell	delay, ns
clkdlybuf4s50_1	0.49
mux2i_1	0.26
xnor2_1	0.21
nand3_1	0.11
a21o_1	0.18
## state kept, by name, indices dropped and copies added, names as in the netlist
name / count
m2.state: 3
m2.PENABLE: 1
m4.mem: 64
m2.PWRITE: 1
m3.mem: 64
m2.PWDATA: 8
m3.PRDATA1: 8
m4.PRDATA2: 8
m2.PADDR: 4
m2.RD_DATA: 8
## stage by stage
stage	setup TNS, ns	instance area [µm²]
2_1_floorplan	0	4060
3_3_place_gp	-0.168	4350
3_5_place_dp	-0.220	4350
4_1_cts	0	4400
5_1_grt	0	4410
6_report	0	4410
## cells by family after synthesis
group                  count (synthesis)  synth area share, %
flip-flops                             3                 1.88
buffers and inverters                 29                 4.10
other                                  1               0.0923
XOR/XNOR                               1                0.216
multiplexers                          39                 10.0
AND-OR/OR-AND                         75                 12.0
AND/OR/NAND/NOR                       94                 10.3
latches                              166                 61.4
## path summary, 6_finish.rpt
check	from	endpoint	slack, ns	cells after the start
setup / recovery	wr_rd	m2.state[1]	0.12	5
hold / removal	reset	m2.state[1]	0.34	1
setup reg to reg	m2.state[1]	m2.state[2]	0.78	2
hold reg to reg	m2.state[1]	m2.state[1]	0.58	1
max in group asynchronous	reset	m2.state[0]	1.00	1
min in group clk0	m2.state[1]	m2.state[1]	0.58	1
Power is estimated from default activity; no workload was simulated.
